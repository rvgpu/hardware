File: ./config.mk
export PLATFORM = sky130hd
export DESIGN_NAME = rcore_iu_top
export DESIGN_NICKNAME = rcore_iu_top
export VERILOG_FILES = /design/flow/design.v
export SDC_FILE = /design/flow/constraint.sdc
export NUM_CORES = 4
export LEC_CHECK = 1
export CORE_UTILIZATION = 30
File: ./constraint.sdc
current_design rcore_iu_top

set clk_period 42.2
set clk_io_pct 0.2

create_clock -name clk0 -period $clk_period [get_ports {clk}]

set non_clock_inputs [all_inputs -no_clocks]
set_input_delay [expr $clk_period * $clk_io_pct] -clock clk0 $non_clock_inputs
set_output_delay [expr $clk_period * $clk_io_pct] -clock clk0 [all_outputs]
File: ./design.v
module rcore_iu_alu(
    clk,
    rst_n,
    idu_iu_pipe_sel,
    idu_iu_inst_opcode,
    idu_iu_inst_src0,
    idu_iu_inst_src1,
    idu_iu_inst_src2,
    idu_iu_inst_dstid,
    iu_rb_dstid,
    iu_rb_data_vld,
    iu_rb_data
);
input                       clk;
input                       rst_n;
input                       idu_iu_pipe_sel;
input           [7  :0]     idu_iu_inst_opcode;
input           [63 :0]     idu_iu_inst_src0;
input           [63 :0]     idu_iu_inst_src1;
input           [63 :0]     idu_iu_inst_src2;
input           [7  :0]     idu_iu_inst_dstid;
output          [7  :0]     iu_rb_dstid;
output          [63 :0]     iu_rb_data;
output                      iu_rb_data_vld;  
wire                        idu_iu_pipe_sel;
wire            [7  :0]     idu_iu_inst_opcode;
wire            [63 :0]     idu_iu_inst_src0;
wire            [63 :0]     idu_iu_inst_src1;
wire            [63 :0]     idu_iu_inst_src2;
wire            [7  :0]     idu_iu_inst_dstid;
wire            [7  :0]     iu_rb_dstid;
wire            [63 :0]     iu_rb_data;
wire                        iu_rb_data_vld;  
reg             [7  :0]     inst_opcode_r;
reg             [63 :0]     inst_src0_r;
reg             [63 :0]     inst_src1_r;
reg             [63 :0]     inst_src2_r;
reg             [7  :0]     inst_dstid_r;
reg             [63 :0]     result_data_r;
reg                         result_data_vld_r;
wire            [63:0]      adder_dataout_add64;
wire            [63:0]      adder_dataout_sub64;
wire            [31:0]      adder_dataout_add32;
wire            [31:0]      adder_dataout_sub32;
reg             [63:0]      result_data_adder;
always @(posedge clk or negedge rst_n)
begin
    if (!rst_n) begin
        result_data_vld_r       <= 1'b0;
    end
    else begin
        result_data_vld_r       <= idu_iu_pipe_sel;
    end
end
always @(posedge clk or negedge rst_n)
begin
    if (!rst_n) begin
        inst_opcode_r[7:0]      <= 8'b0;
        inst_src0_r[63:0]       <= 64'b0;
        inst_src1_r[63:0]       <= 64'b0;
        inst_src2_r[63:0]       <= 64'b0;
        inst_dstid_r[7:0]       <= 8'b0;
    end
    else if (idu_iu_pipe_sel) begin
        inst_opcode_r[7:0]      <= idu_iu_inst_opcode[7:0];
        inst_src0_r[63:0]       <= idu_iu_inst_src0[63:0];
        inst_src1_r[63:0]       <= idu_iu_inst_src1[63:0];
        inst_src2_r[63:0]       <= idu_iu_inst_src2[63:0];
        inst_dstid_r[7:0]       <= idu_iu_inst_dstid[7:0];
    end
    else begin
        inst_opcode_r[7:0]      <= inst_opcode_r[7:0];
        inst_src0_r[63:0]       <= inst_src0_r[63:0];
        inst_src1_r[63:0]       <= inst_src1_r[63:0];
        inst_src2_r[63:0]       <= inst_src2_r[63:0];
        inst_dstid_r[7:0]       <= inst_dstid_r[7:0];
    end
end
assign adder_dataout_add64[63:0]    = inst_src0_r[63:0] + inst_src1_r[63:0];
assign adder_dataout_add32[31:0]    = inst_src0_r[31:0] + inst_src1_r[31:0];
assign adder_dataout_sub64[63:0]    = inst_src0_r[63:0] - inst_src1_r[63:0];
assign adder_dataout_sub32[31:0]    = inst_src0_r[31:0] - inst_src1_r[31:0];
always @( inst_opcode_r[3:0]
       or adder_dataout_add64[63:0]
       or adder_dataout_add32[31:0]
       or adder_dataout_sub64[63:0]
       or adder_dataout_sub32[31:0])
begin
    case (inst_opcode_r[3:0])
    8'h01:    result_data_adder[63:0] = adder_dataout_add64[63:0];
    8'h02:    result_data_adder[63:0] = {{32{adder_dataout_add32[31]}}, adder_dataout_add32[31:0]};
    8'h03:    result_data_adder[63:0] = adder_dataout_sub64[63:0];
    8'h04:    result_data_adder[63:0] = {{32{adder_dataout_sub32[31]}}, adder_dataout_add32[31:0]};
    default:          result_data_adder[63:0] = {64{1'bx}};
    endcase
end
assign result_data_r[63:0]      = result_data_adder[63:0];
assign iu_rb_data_vld           = result_data_vld_r;
assign iu_rb_dstid[7:0]         = inst_dstid_r;
assign iu_rb_data[63:0]         = result_data_r[63:0];
endmodule
module rcore_iu_top(
    clk,
    rst_n,
    idu_iu_pipe_sel,
    idu_iu_inst_opcode,
    idu_iu_inst_src0,
    idu_iu_inst_src1,
    idu_iu_inst_src2,
    idu_iu_inst_dstid,
    iu_rb_dstid,
    iu_rb_data_vld,
    iu_rb_data
);
input                       clk;
input                       rst_n;
input           [4  :0]     idu_iu_pipe_sel;
input           [7  :0]     idu_iu_inst_opcode;
input           [63 :0]     idu_iu_inst_src0;
input           [63 :0]     idu_iu_inst_src1;
input           [63 :0]     idu_iu_inst_src2;
input           [7  :0]     idu_iu_inst_dstid;
output          [7  :0]     iu_rb_dstid;
output          [63 :0]     iu_rb_data;
output                      iu_rb_data_vld;
wire            [7  :0]     idu_iu_inst_opcode_w;
wire            [63 :0]     idu_iu_inst_src0_w;
wire            [63 :0]     idu_iu_inst_src1_w;
wire            [63 :0]     idu_iu_inst_src2_w;
wire            [7  :0]     idu_iu_inst_dstid_w;
wire                        idu_iu_pipe_sel_alu;
rcore_iu_alu x_rcore_iu_alu (
  .clk                      (clk),
  .rst_n                    (rst_n),
  .idu_iu_pipe_sel          (idu_iu_pipe_sel_alu),
  .idu_iu_inst_opcode       (idu_iu_inst_opcode_w),
  .idu_iu_inst_src0         (idu_iu_inst_src0_w),
  .idu_iu_inst_src1         (idu_iu_inst_src1_w),
  .idu_iu_inst_src2         (idu_iu_inst_src2_w),
  .idu_iu_inst_dstid        (idu_iu_inst_dstid_w),
  .iu_rb_dstid              (iu_rb_dstid),
  .iu_rb_data_vld           (iu_rb_data_vld),
  .iu_rb_data               (iu_rb_data)
);
assign idu_iu_inst_opcode_w[7:0] = idu_iu_inst_opcode[7:0];
assign idu_iu_inst_src0_w[63:0]  = idu_iu_inst_src0[63 :0];
assign idu_iu_inst_src1_w[63:0]  = idu_iu_inst_src1[63:0];
assign idu_iu_inst_src2_w[63:0]  = idu_iu_inst_src2[63:0];
assign idu_iu_inst_dstid_w[7:0]  = idu_iu_inst_dstid[7:0];
assign idu_iu_pipe_sel_alu       = idu_iu_pipe_sel[0];
endmodule
File: ./run.sh
#!/bin/bash
# OpenROAD 26Q1-2900-gdf79404cd8, Yosys 0.63+post, stock flow scripts
make -C /OpenROAD-flow-scripts/flow DESIGN_CONFIG=/design/flow/config.mk WORK_HOME=/design/flow/orfs finish
==> flow_metrics.py <==
# Synthesis and PnR figures
metrics = {
    "setup_path": {
        "kind_of_end_point_of_the_critical_path": "output pin",
        "timing.critical_path.arrival_ns": 7.16,
        "critical_path.max_stage_delay_ns": 0.69,
        "cp.required_ns": 33.76,
        "worstSetupStartpointType": "flop",
        "path_cells": "nor4_1, and3_1, nand3_1, nor2_2, nand2_1, or2_1, o31ai_1, xor2_1, ha_1, nand4_1, nor3_1, nand4bb_1, o21ai_0, o21ai_1, o41ai_1, xnor2_1, o21ai_0, clkdlybuf4s50_1",
        "criticalPathCategory": "flop to output pin",
        "cp_common_cell": "sky130_fd_sc_hd__o21ai_0",
        "reg2regPathDepth": 1,
        "cp_max_fo": 8,
        "ff2ff_setup_slack_ns": 41.28,
        "critical-path-slowest-cell": "sky130_fd_sc_hd__o21ai_0",
    },
    "logic_synthesis": {
        "netlist_area_um2": 13010,
        "synthDominantAreaCellType": "sky130_fd_sc_hd__dfrtp_1",
        "asyncSetResetFlopFracSynth_pct": 100.0,
        "netlist-cell-type-count": 66,
        "synthCells": 1533,
        "numSynthFlops": 141,
        "synth-area-yosys_um2": 13010,
        "mean_instance_size_in_the_synthesized_netlist_um2": 8.489,
        "synth.top_cell.area_share_pct": 27.11,
        "flop_cell": "sky130_fd_sc_hd__dfrtp_1",
        "part_of_the_yosys_area_used_for_sequential_elements_pct": 27.11,
        "number_of_warnings_issued_by_yosys": 2,
        "synth.yosys.num_cells": 1533,
        "ys_top_cells_by_area": "sky130_fd_sc_hd__dfrtp_1 27%, sky130_fd_sc_hd__ha_1 12%, sky130_fd_sc_hd__mux2_2 9.2%",
        "enable_flop_cells": 0,
        "synth.top_cells.by_count": "141 x sky130_fd_sc_hd__a21oi_1, 141 x sky130_fd_sc_hd__dfrtp_1, 139 x sky130_fd_sc_hd__o21ai_0",
    },
    "clock_tree": {
        "cts-root-buf": "sky130_fd_sc_hd__clkbuf_16",
        "postCtsResizedCells": 0,
        "cts_tree": "yes",
        "cts.repair_timing.setup_buffer_count": 0,
        "clkSinkCount": 141,
        "insertion_delay_ns": 0.45,
        "number_of_buffers_inserted_during_clock_tree_synthesis": 17,
        "cts_max_path_bufs": 2,
        "clkTransAtPathRegs_ns": 0.07,
        "post_cts_hold_buffer_count": 0,
        "htree_levels": 4,
    },
    "global_routing": {
        "grt_antenna_before_repair": 4,
        "grt_max_degree": 65,
        "grtUsageTotal_pct": 19.41,
        "globalRouteOverflowTotal": 0,
        "first_pass_grt_wire_length_um": 65710,
        "grt_pass1_vias": 11579,
    },
    "place": {
        "placed_area_um2": 15700,
        "gp_congestion": 0.9415,
        "placement.io_buffers": 215,
        "dp_worst_setup_slack_ns": 27.26,
        "dp_hpwl_um": 32850,
    },
    "detailed_routing": {
        "route.antenna.remaining_nets": 0,
        "antenna_cells_inserted": 0,
        "wl_um": 41620,
        "firstDrtPassIters": 5,
        "detail_route.wl_per_cell_um": 18.13,
        "route.detailed.drc": 0,
        "drt_iter0_drc": 789,
        "detail_route.vias_per_cell": 5.165,
        "detailroute.via_count": 11858,
    },
    "sta": {
        "slew_viol_final": 0,
        "setup_viol_count_final": 0,
        "final.setup.worst_slack_ns": 26.60,
        "worst_slew_pin_slew_ns": 0.9038,
        "finClkSkew_ns": 0,
        "final.min_clock_period_ns": 15.60,
        "fin_setup_tns_ns": 0,
        "relSlewSlack_pct": 39.75,
        "rsz0062_at_grt": "false",
        "min_period_over_period_pct": 36.96,
        "max_freq_mhz": 64.12,
        "hold_violations": 0,
    },
    "die": {
        "core_region_area_um2": 42320,
        "placementRows": 75,
        "die.size.y_um": 210.3,
        "top_level_ports": 288,
        "die_x_um": 210.3,
        "die_area_um2": 44220,
        "floorplan.core_util_pct": 30.75,
    },
    "pwr": {
        "switching_share_pct": 37.87,
        "cellPowerDensity_nw_per_um2": 41.37,
        "totalPowerFinal_uw": 674.5,
        "power.net_switching_uw": 255.5,
        "power.leakage_uw": 0.006876,
        "power.internal_uw": 419.0,
        "vdd.ir_drop.worst_v": 0.00002538,
        "p_seq_share_pct": 24.2,
        "clock_power_share_pct": 23.8,
        "power.share.combinational_pct": 52.0,
    },
    "outcome": {
        "run_status": "complete, no violations",
    },
    "run": {
        "cap_violations": 0,
        "warnings": 128,
    },
    "cells_and_area": {
        "area_growth_from_synthesis_to_final_layout_pct": 25.27,
        "fin_util_pct": 38.52,
        "drive_above_1_share_pct": 9.715,
        "fin_area_um2": 16300,
    },
    "worst_hold_path": {
        "hold_path.class": "flop to flop",
        "worst_hold_path.num_cells": 1,
    },
}
## flip-flops by register name, indices dropped and copies added, names as in the netlist
signal                            flops
x_rcore_iu_alu.inst_src1_r           64
x_rcore_iu_alu.result_data_vld_r      1
x_rcore_iu_alu.inst_src0_r           64
x_rcore_iu_alu.inst_opcode_r          4
x_rcore_iu_alu.inst_dstid_r           8
## routing by layer
| metal | part of all wire, % | global-route usage [%] | wire (µm) |
|---|---|---|---|
| met3 | 6.3 | 4.443 | 2606 |
| met1 | 48 | 29.67 | 20020 |
| met4 | 1.1 | 1.938 | 470 |
| met2 | 44 | 29.24 | 18470 |
| met5 | 0.13 | 0 | 54 |
## critical path: cells and delay by family (launching register included)
family	cells	cell delay (ns)
buffers and inverters	1	0.54
adder cells (fa/ha/maj)	1	0.46
XOR/XNOR	2	0.21
AND-OR/OR-AND	5	2.03
AND/OR/NAND/NOR	9	3.02
flip-flops	1	0.42
## cells by family (layout without fill, tap and decap cells)
kind of cell / Yosys count / after routing / share of synthesized area (%)
compound gates: 467 / 467 / 22.00
simple gates: 388 / 388 / 14.60
buf+inv: 151 / 337 / 4.442
xor+xnor: 148 / 148 / 9.961
flops: 141 / 141 / 27.11
fa+ha+maj: 127 / 127 / 12.33
mux: 111 / 111 / 9.557
## power by group through the flow
stage / clock network [µW] / logic (µW) / registers (µW)
4_1_cts: 166 / 353 / 163
5_1_grt: 171 / 388 / 165
6_report: 160 / 351 / 163
## cell usage in the layout, fill, tap and decap left out, drive strengths merged, types with 17 or more instances in the layout
cell,netlist,layout
nand2,107,107
nand3,25,25
o31ai,17,17
nand4,32,32
clkbuf,63,20
a31oi,17,17
xor2,38,38
xnor2,110,110
dfrtp,141,141
o21ai,141,141
clkdlybuf4s50,0,213
inv,79,84
a21o,43,43
nor2,109,109
a21oi,141,141
nor3,26,26
nor2b,17,17
mux2,106,106
o21bai,27,27
ha,125,125
## final timing paths
kind                                                       startpoint                                          to
min                        x_rcore_iu_alu.inst_dstid_r[4]$_DFFE_PN0P_  x_rcore_iu_alu.inst_dstid_r[4]$_DFFE_PN0P_
max reg2reg                x_rcore_iu_alu.inst_src1_r[45]$_DFFE_PN0P_  x_rcore_iu_alu.inst_src1_r[45]$_DFFE_PN0P_
min in group asynchronous                                       rst_n  x_rcore_iu_alu.inst_src0_r[10]$_DFFE_PN0P_
max                         x_rcore_iu_alu.inst_src1_r[8]$_DFFE_PN0P_                              iu_rb_data[59]
max in group asynchronous                                       rst_n  x_rcore_iu_alu.inst_src0_r[38]$_DFFE_PN0P_
min reg2reg                x_rcore_iu_alu.inst_dstid_r[4]$_DFFE_PN0P_  x_rcore_iu_alu.inst_dstid_r[4]$_DFFE_PN0P_
## per-stage QoR
step                      cells  hold slack [ns]
final                      2296           0.5044
after global routing       2296           0.5193
after CTS                  2296           0.5102
after detailed placement   2265           0.4964
after global placement     2265           0.4902
after floorplan            1533           0.4556
## final cells by class
cell class | instances | area (µm²)
timing repair buffer | 227 | 2245
inverter | 79 | 296.5
tap | 577 | 721.9
clock inverter | 11 | 155.1
sequential | 141 | 3528
fill | 4224 | 26020
clock buffer | 20 | 446.7
multi-input combinational | 1241 | 8909
Power and IR drop assume default switching activity.
